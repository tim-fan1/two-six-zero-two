==> flow/design.v <==
module hex_to_sevenseg_decoder(D, Q);
	input  [3:0] D;
	output [6:0] Q;
	reg    [6:0] Q;
	always @(D) begin
		case (D)
			4'b0000: Q = 7'b1000000;  
			4'b0001: Q = 7'b1111001;  
			4'b0010: Q = 7'b0100100;  
			4'b0011: Q = 7'b0110000;  
			4'b0100: Q = 7'b0011001;  
			4'b0101: Q = 7'b0010010;  
			4'b0110: Q = 7'b0000010;  
			4'b0111: Q = 7'b1111000;  
			4'b1000: Q = 7'b0000000;  
			4'b1001: Q = 7'b0010000;  
			4'b1010: Q = 7'b0001000;  
			4'b1011: Q = 7'b0000011;  
			4'b1100: Q = 7'b1000110;  
			4'b1101: Q = 7'b0100001;  
			4'b1110: Q = 7'b0000110;  
			4'b1111: Q = 7'b0001110;  
		endcase
	end
endmodule
module programmable_sequence_detector_fsm(save, n_in, w, z, clock, resetnot, HEX0, HEX2, HEX4, LEDR
	, n_out, counter_resetnot_sync, counter_enable, currstate, nextstate, count  
	);
	input        save, w, clock, resetnot;
	input  [3:0] n_in;
	output       z;
	output [6:0] HEX0;
	output [6:0] HEX2;
	output [6:0] HEX4;
	output [9:0] LEDR;
	output [3:0] currstate, nextstate, count, n_out;
	output       counter_enable, counter_resetnot_sync;
	programmable_sequence_detector_fsm_comb_next comb_next(
		.w(w), .count(count), .n(n_out), .currstate(currstate), .nextstate(nextstate),
		.counter_resetnot_sync(counter_resetnot_sync), .counter_enable(counter_enable)
	);
	programmable_sequence_detector_fsm_comb_output comb_output(
		.currstate(currstate), .z(z)
	);
	programmable_sequence_detector_fsm_reg_state reg_state(
		.clock(clock), .d(nextstate), .q(currstate), .resetnot(resetnot)
	);
	programmable_sequence_detector_fsm_reg_counter reg_counter(
		.clock(clock), .counter_enable(counter_enable), .q(count), 
		.resetnot(resetnot), .counter_resetnot_sync(counter_resetnot_sync)
	);
	programmable_sequence_detector_fsm_reg_n reg_n(
		.save(save), .d(n_in), .q(n_out)
	);
	assign LEDR = (z == 1'b0) ? 0 : ~0;  
	hex_to_sevenseg_decoder hex0(.D(currstate), .Q(HEX0));
	hex_to_sevenseg_decoder hex2(.D(count), .Q(HEX2));
	hex_to_sevenseg_decoder hex4(.D(n_out), .Q(HEX4));
endmodule
module programmable_sequence_detector_fsm_comb_next(w, count, n, currstate, nextstate, counter_resetnot_sync, counter_enable);
	parameter  [3:0] A = 4'b0000,
	                 B = 4'b0001,
	                 C = 4'b0010,
	                 D = 4'b0011,
	                 E = 4'b0100;
	input            w;
	input      [3:0] currstate, count, n;
	output reg [3:0] nextstate;
	output reg       counter_resetnot_sync, counter_enable;
	always @(currstate, w, n, count) begin
		case (currstate)
			A: nextstate <= (w == 1'b0) ? B : C; 
			B: nextstate <= (w == 1'b0) ? ((count < n - 1) ? B : D) : C;
			C: nextstate <= (w == 1'b0) ? B : ((count < n - 1) ? C : E);
			D: nextstate <= (w == 1'b0) ? ((count < n - 1) ? B : D) : C; 
			E: nextstate <= (w == 1'b0) ? B : ((count < n - 1) ? C : E); 
			default: nextstate <= A;
		endcase
	end
	always @(currstate, w, n, count) begin
		case (currstate)
			A: begin counter_resetnot_sync <= 1'b1; counter_enable <= 1'b1; end
			B:
			if (w == 1'b0 && count < n - 1) begin counter_resetnot_sync <= 1'b1; counter_enable <= 1'b1; end
			else if (w == 1'b0) begin counter_resetnot_sync <= 1'b1; counter_enable <= 1'b0; end
			else begin counter_resetnot_sync <= 1'b0; counter_enable <= 1'b1; end
			C: 
			if (w == 1'b1 && count < n - 1) begin counter_resetnot_sync <= 1'b1; counter_enable <= 1'b1; end
			else if (w == 1'b1) begin counter_resetnot_sync <= 1'b1; counter_enable <= 1'b0; end
			else begin counter_resetnot_sync <= 1'b0; counter_enable <= 1'b1; end
			D:
			if (w == 1'b0) begin counter_resetnot_sync <= 1'b1; counter_enable <= 1'b0; end
			else begin counter_resetnot_sync <= 1'b0; counter_enable <= 1'b1; end
			E:
			if (w == 1'b1) begin counter_resetnot_sync <= 1'b1; counter_enable <= 1'b0; end
			else begin counter_resetnot_sync <= 1'b0; counter_enable <= 1'b1; end
			default: begin counter_resetnot_sync <= 1'b0; counter_enable <= 1'b0; end
		endcase
	end
endmodule
module programmable_sequence_detector_fsm_comb_output(currstate, z);
	parameter [3:0] A = 4'b0000,  
	                B = 4'b0001,  
	                C = 4'b0010,  
	                D = 4'b0011,  
	                E = 4'b0100;  
	input [3:0] currstate;
	output reg  z;
	always @(currstate) begin
		case (currstate)
			A: z <= 1'b0;
			B: z <= 1'b0;
			C: z <= 1'b0;
			D: z <= 1'b1;
			E: z <= 1'b1;
			default: z <= 1'b0;
		endcase
	end
endmodule
module programmable_sequence_detector_fsm_instantiate(SW, KEY, HEX0, HEX2, HEX4, LEDR);
	input  [9:0] SW;  
	input  [2:0] KEY;  
	output [6:0] HEX0;  
	output [6:0] HEX2;  
	output [6:0] HEX4;  
	output [9:0] LEDR;  
	programmable_sequence_detector_fsm programmable_sequence_detector(.w(SW[0]),
	                                                                  .n_in(SW[9:6]),
	                                                                  .clock(KEY[0]),
	                                                                  .save(KEY[1]),
	                                                                  .resetnot(KEY[2]),
	                                                                  .HEX0(HEX0),  
	                                                                  .HEX2(HEX2),  
																							.HEX4(HEX4),  
	                                                                  .LEDR(LEDR));
endmodule
module programmable_sequence_detector_fsm_reg_counter(counter_enable, q, clock, resetnot, counter_resetnot_sync);
	input            counter_enable, clock, counter_resetnot_sync, resetnot;
	output reg [3:0] q;
	always @(posedge clock, negedge resetnot) begin
		if (resetnot == 1'b0) 
		begin
			q <= 4'b0000;
		end 
		else 
		begin
			if (counter_resetnot_sync == 1'b0) begin
				if (counter_enable == 1'b1) q <= 4'b0001;
				else q <= 4'b0000;
			end
			else if (counter_enable == 1'b1) begin
				q <= q + 4'b0001;
			end
			else begin 
				q <= q;
			end
		end
	end
endmodule
module programmable_sequence_detector_fsm_reg_n(save, d, q);
	input            save;
	input      [3:0] d;
	output reg [3:0] q;
	always @(posedge save) begin
		if (d == 4'b0000) q <= 4'b0001;  
		else q <= d;
	end
endmodule
module programmable_sequence_detector_fsm_reg_state(d, q, clock, resetnot);
	input            clock, resetnot;
	input      [3:0] d;
	output reg [3:0] q;
	always @(posedge clock, negedge resetnot) begin
		if (resetnot == 1'b0)
			q <= 4'b0000;  
		else
			q <= d;  
	end
endmodule
==> flow/run.sh <==
#!/bin/bash
# OpenROAD 26Q1-2900-gdf79404cd8, Yosys 0.63+post, stock flow scripts
make -C /OpenROAD-flow-scripts/flow DESIGN_CONFIG=/design/flow/config.mk WORK_HOME=/design/flow/orfs finish
==> flow/config.mk <==
export PLATFORM = sky130hd
export DESIGN_NAME = programmable_sequence_detector_fsm_instantiate
export DESIGN_NICKNAME = programmable_sequence_detector_fsm_instantiate
export VERILOG_FILES = /design/flow/design.v
export SDC_FILE = /design/flow/constraint.sdc
export NUM_CORES = 4
export LEC_CHECK = 1
export CORE_AREA = 10 10 112 112
export DIE_AREA = 0 0 122 122
==> flow/constraint.sdc <==
current_design programmable_sequence_detector_fsm_instantiate

set clk_period 3.5
set clk_io_pct 0.2

create_clock -name clk0 -period $clk_period [get_ports {KEY}]

set non_clock_inputs [all_inputs -no_clocks]
set_input_delay [expr $clk_period * $clk_io_pct] -clock clk0 $non_clock_inputs
set_output_delay [expr $clk_period * $clk_io_pct] -clock clk0 [all_outputs]
==> Changelog: implementation <==
## Flow update

* Outcome: finished, violations left
* Violated checks: hold timing
* Async S/R FF share, synth at 38.9%
* DRT Wirelength at 3.19 mm
* Crit path buf inv count at 2
* CTS tree: yes
* Initial drt markers at 42
* Reg power frac at 21.7%
* ANT nets after route at 0
* Clk slew on worst S/H paths at 0.03 ns
* RePlAce Congestion at 0.751
* Post-CTS Setup Bufs at 0
* Hold/Removal Path Class: clock port to asynchronous set/reset pin
* Synth Instances at 170
* Worst Skew at 0.00570 ns
* Synth Area per Inst at 8.35 µm²
* Yosys aoi share at 20.6%
* P_int at 898 µW
* CP max stage delay at 0.49 ns
* Finished Layout Cells at 334
* Initial antenna violation count at 0
* Post-CTS Hold Buffers at 0
* DP Wirelength at 2.55 mm
* Layout cells sized above 1 at 9.09%
* Die width at 122 µm
* Die Height at 122 µm
* Worst reg2reg path endpoint: programmable_sequence_detector.reg_state.q[1]
* Num rows at 37
* # setup viols final at 0
* CP Capture Type: primary output
* Via-per-instance ratio at 3.56
* Cell count in the Yosys report at 170
* Data required, critical path at 2.80 ns
* R2r startpoint: programmable_sequence_detector.reg_n.q[0]
* Fin crit share at 82.8%
* Relative slew margins at 63.3%
* Main flop type: dfxtp_1
* Antenna cells at 0
* Depth of the worst register-to-register path at 8
* Die ar. at 14900 µm²
* Setup TNS at 0 ns
* Critical Path Start Type: flip-flop
* Total congestion overflow at 0
* Gr usage total at 4.16%
* CP Cell Sequence: inv_1 -> ha_1 -> nor2b_1 -> or3b_2 -> o21ai_0 -> clkdlybuf4s50_1
* Max-slew violations at 0
* Worst Path Arrival at 2.20 ns
* Synth Area in Adders at 13.2%
* DR vias at 1189
* Setup crit end: HEX2[0]
* Most frequent cells in the layout: clkdlybuf4s50_1 (36), nand2_1 (20), ha_1 (15)
* YS warnings at 6
* DRC Markers at 0
* Post-synth cell types at 36
* Most common cell after layout, fill and taps aside: clkdlybuf4s50_1
* Post-route minimum period at 2.90 ns
* Cell family with most CP delay: buffers and inverters
* Worst R2R Setup Slack at 1.24 ns
* Core Area at 10200 µm²
* Top logic family: AND-OR/OR-AND gates
* Largest net degree at the start of global routing at 17
* Fmax at 345 MHz
* Late-Pin Clk Latency at 0.21 ns
* Drt wl/cell at 9.55 µm
* Crit path from: programmable_sequence_detector.reg_counter.q[1]
* Number of global-route vias before repair at 1163
* Yosys top cell by area: dfxtp_1
* Crit path kind: flip-flop to primary output
* Power density over the cells at 689 nW/µm²
* Clock power share at 23.3%
* Switching Share at 34.0%
* Top cells, area: dfxtp_1 (16%), ha_1 (13%), dfrtp_1 (12%), mux2i_1 (6.3%), buf_4 (5.3%)
* Slew @ Worst Pin at 0.550 ns
* Synth mux share at 7.94%
* Placed Cells incl. Taps at 322
* Synth Register Bits at 18
* CTS resizes at 0
* CP Depth at 6
* Comb pwr share at 55.0%
* Layout area overhead at 39.2%
* Max-area cell share at 15.5%
* Flip-flops with a built-in enable at 0
* Hold WS at -0.307 ns
* Leak Pwr at 0.000810 µW
* Simple Share, Synth at 15.9%
* RSZ-0062 raised after global routing: false
* Max-cap violation count at 0
* Tool warnings at 100
* Netlist Area Pre-Place at 1420 µm²
* First drt pass iteration count at 4
* Num ports at 44
* Sw Pwr at 462 µW
* Worst vdd ir at 0.315 mV
* Register share after synthesis at 27.9%
* Crit path max fanout at 8
* Yosys Chip Area at 1420 µm²
* CP max-delay cell: clkdlybuf4s50_1
* FP Util at 13.9%
* Global-route wire length before repair at 5.21 mm
* Post-Synth XOR/XNOR Area at 2.47%
* Final Hold Violation Tally at 7
* Buffers on Ports at 36
[per-stage QoR]
step / cell area, µm² / hold slack [ns] / setup WS [ns] / power (µW) / utilization, %
detailed placement: 1840 / -0.296 / 0.811 / 1060 / 18.0
CTS: 1970 / -0.311 / 0.567 / 1420 / 19.3
floorplan: 1420 / -0.296 / 1.32 / 752 / -
global route: 1970 / -0.312 / 0.456 / 1530 / 19.3
finish: 1970 / -0.307 / 0.601 / 1360 / 19.3
global placement: 1840 / -0.296 / 0.843 / 1050 / 18.0
[sequential cells by signal, summed over array words and instances, names as in the netlist]
signal / flops
programmable_sequence_detector.reg_n.q: 4
programmable_sequence_detector.reg_counter.q: 4
programmable_sequence_detector.reg_state.q: 3
HEX4: 7
[per-layer routing]
metal  wire length, µm  share of wire, %  global-route usage [%]
met5                 0                 0                       0
met3               381                12                    2.16
met4                87               2.7                    1.71
met2              1220                38                    5.75
met1              1510                47                    5.33
[logic make-up (layout without fill, tap and decap cells)]
family,Yosys count,after routing
compound gates,39,39
xor+xnor,4,4
fa+ha+maj,15,15
buf+inv,35,63
flops,18,18
mux,10,10
simple gates,49,49
[cells in the mapped netlist (2+ instances only)]
library cell / n
a21oi_1: 4
clkbuf_1: 10
o22ai_1: 2
ha_1: 15
dfxtp_1: 11
a21o_1: 3
dfrtp_1: 7
mux2i_1: 9
inv_1: 14
nor2_1: 13
nor3_1: 3
o21a_1: 2
nor2b_1: 3
a22o_1: 2
a211oi_1: 4
xnor2_1: 4
nand2b_1: 4
nor3b_1: 2
o21ai_0: 12
a21boi_0: 2
buf_4: 10
nand2_1: 20
[worst min-delay path by stage]
stage          start                                         endpoint  slack [ns]
finish        KEY[2]    programmable_sequence_detector.reg_state.q[0]       -0.31
global route  KEY[2]  programmable_sequence_detector.reg_counter.q[2]       -0.31
CTS           KEY[2]  programmable_sequence_detector.reg_counter.q[3]       -0.31
[area by class of cell]
type / count / area [µm²]
Fill cell: 1091 / 8260
Clock inverter: 1 / 3.75
Clock buffer: 11 / 131
Inverter: 14 / 52.6
Multi-Input combinational cell: 117 / 853
Tap cell: 136 / 170
Timing Repair Buffer: 37 / 368
Sequential cell: 18 / 395
[power by group through the flow]
stage / registers (µW) / clock network [µW] / logic, µW
6_report: 295 / 317 / 748
5_1_grt: 304 / 384 / 845
4_1_cts: 296 / 361 / 764
Power and IR drop assume default switching activity.
