File: flow/config.mk
export PLATFORM = sky130hd
export DESIGN_NAME = lab5_part1_instantiate
export DESIGN_NICKNAME = lab5_part1_instantiate
export VERILOG_FILES = /design/flow/design.v
export SDC_FILE = /design/flow/constraint.sdc
export NUM_CORES = 4
export LEC_CHECK = 1
export CORE_UTILIZATION = 30
File: flow/design.v
module fourbit_counter(toggle, clock, resetnot, Q, carryout);
	input        toggle, clock, resetnot;
	output [3:0] Q;
	output       carryout;
	wire   [3:0] t;
	assign Q = t;
	assign carryout = (Q == 4'b1111) ? 1'b1 : 1'b0;
	toggle_flipflop Q0(.toggle(toggle), .clock(clock), .resetnot(resetnot), .Q(t[0]));
	toggle_flipflop Q1(.toggle(t[0] & toggle), .clock(clock), .resetnot(resetnot), .Q(t[1]));
	toggle_flipflop Q2(.toggle(t[1] & t[0] & toggle), .clock(clock), .resetnot(resetnot), .Q(t[2]));
	toggle_flipflop Q3(.toggle(t[2] & t[1] & t[0] & toggle), .clock(clock), .resetnot(resetnot), .Q(t[3]));
endmodule
module hex_to_sevenseg_decoder(D, Q);
	input  [3:0] D;
	output [6:0] Q;
	reg    [6:0] Q;
	always @(D) begin
		case (D)
			4'b0000: Q = 7'b1000000;  
			4'b0001: Q = 7'b1111001;  
			4'b0010: Q = 7'b0100100;  
			4'b0011: Q = 7'b0110000;  
			4'b0100: Q = 7'b0011001;  
			4'b0101: Q = 7'b0010010;  
			4'b0110: Q = 7'b0000010;  
			4'b0111: Q = 7'b1111000;  
			4'b1000: Q = 7'b0000000;  
			4'b1001: Q = 7'b0010000;  
			4'b1010: Q = 7'b0001000;  
			4'b1011: Q = 7'b0000011;  
			4'b1100: Q = 7'b1000110;  
			4'b1101: Q = 7'b0100001;  
			4'b1110: Q = 7'b0000110;  
			4'b1111: Q = 7'b0001110;  
		endcase
	end
endmodule
module lab5_part1(toggle, clock, resetnot, Q, HEX0, HEX1, HEX2, HEX3);
	input         toggle, clock, resetnot;
	output [15:0] Q;
	output  [6:0] HEX0, HEX1, HEX2, HEX3;
	wire   [15:0] t;
	assign Q = t;
	wire   [2:0] c;
	fourbit_counter Q0(.toggle(toggle), .clock(clock), .resetnot(resetnot), .Q(t[3:0]), .carryout(c[0]));
	fourbit_counter Q1(.toggle(c[0] & toggle), .clock(clock), .resetnot(resetnot), .Q(t[7:4]), .carryout(c[1]));
	fourbit_counter Q2(.toggle(c[1] & c[0] & toggle), .clock(clock), .resetnot(resetnot), .Q(t[11:8]), .carryout(c[2]));
	fourbit_counter Q3(.toggle(c[2] & c[1] & c[0] & toggle), .clock(clock), .resetnot(resetnot), .Q(t[15:12]));
	hex_to_sevenseg_decoder hex0(.D(t[3:0]), .Q(HEX0));
	hex_to_sevenseg_decoder hex1(.D(t[7:4]), .Q(HEX1));
	hex_to_sevenseg_decoder hex2(.D(t[11:8]), .Q(HEX2));
	hex_to_sevenseg_decoder hex3(.D(t[15:12]), .Q(HEX3));
endmodule
module lab5_part1_instantiate(KEY, SW, HEX0, HEX1, HEX2, HEX3, CLOCK_50);
	input  [1:0] KEY;                     
	input  [0:0] SW;                      
	input        CLOCK_50;
	output [6:0] HEX0, HEX1, HEX2, HEX3;  
	lab5_part3 onesecondcounter_with7seg(.clock(CLOCK_50), .resetnot(KEY[1]), .HEX0(HEX0),
																									  .HEX1(HEX1),
																									  .HEX2(HEX2),
																									  .HEX3(HEX3));
endmodule
module lab5_part3(clock, resetnot, HEX0, HEX1, HEX2, HEX3);
	input         clock  , resetnot;
	output  [6:0] HEX0, HEX1, HEX2, HEX3;
	wire   [15:0] Q;
	wire          enable;
	wire          tautology;
	assign tautology = 1'b1;
	onesecondclock_using50megahertzclock onesecondclock(
		.clock(clock), 
		.Q(enable)
	);
	lab5_part1 sixteenbitcounter(
		.toggle(tautology), 
		.clock(enable), 
		.resetnot(resetnot), 
		.Q(Q), 
		.HEX0(HEX0), 
		.HEX1(HEX1), 
		.HEX2(HEX2), 
		.HEX3(HEX3)
	);
endmodule
module onesecondclock_using50megahertzclock(clock, Q);
	input clock;  
	output reg Q;
	reg [25:0] twentysixbit_register;  
	initial begin 
		twentysixbit_register = 0;
		Q <= 0;
	end
	always @(posedge clock) begin
		twentysixbit_register <= twentysixbit_register + 1;
		if (twentysixbit_register == 26'b10111110101111000010000000) begin Q <= 1; twentysixbit_register <= 0; end
		else Q <= 0;
	end
endmodule
module toggle_flipflop(toggle, clock, resetnot, Q, Qnot);
	input  toggle, clock, resetnot;
	output Q, Qnot;
	reg    Q, Qnot;
	always @(posedge clock, negedge resetnot) begin
		if (resetnot == 1'b0) begin
			Q <= 0;
			Qnot <= 1;
		end else if (toggle == 1'b1) begin
			Q <= ~Q;
			Qnot <= ~Qnot;
		end
	end
endmodule
File: flow/constraint.sdc
current_design lab5_part1_instantiate

set clk_period 3.9
set clk_io_pct 0.2

create_clock -name clk0 -period $clk_period [get_ports {CLOCK_50}]

set non_clock_inputs [all_inputs -no_clocks]
set_input_delay [expr $clk_period * $clk_io_pct] -clock clk0 $non_clock_inputs
set_output_delay [expr $clk_period * $clk_io_pct] -clock clk0 [all_outputs]
File: flow/run.sh
#!/bin/bash
# OpenROAD 26Q1-2900-gdf79404cd8, Yosys 0.63+post, stock flow scripts
make -C /OpenROAD-flow-scripts/flow DESIGN_CONFIG=/design/flow/config.mk WORK_HOME=/design/flow/orfs finish
==> impl_metrics.csv <==
group,metric,value,unit
status,status,"finished clean",
pwr,clockPowerShare,0.356,
timing,timing.fmax,0.473,GHz
timing,period_used_share,0.542,
pwr,switching_share,0.194,
clock_network,cts_setup_buffers,0,
synth,yosysUniqueCellTypes,39,
setup_path,cp_slowest_cell,"nor2_1",
placement,place_inst,442,
floorplan,core-area,0.00885,sq mm
pwr,p_sw,0.0840,mW
synth,syn_avg_cell_area,8.77,sq um
timing,tightestPinTransition,0.798,ns
routing,drt-pass1-iter-count,6,
floorplan,num_rows,34,
synth,yosys.area.top_type_share,0.194,
setup_path,critPathLaunchType,"flop",
routing,vias_per_cell,4.77,
synth,ys.flop_type,"dfxtp_1",
global_route,grt_use_total,0.103,
setup_path,path_class,"flop to flop",
placement,place_congestion,0.800,
synth,synth_cells,318,
synth,syn_area,0.00279,sq mm
timing,hold_viol_final,0,
pwr,comb_power_share,0.009,
timing,fin_skew,0.00284,ns
placement,dp_hpwl,3530,microns
timing,rsz0062_at_grt,"false",
clock_network,cts_resized,0,
setup_path,slowest_delay,0.70,ns
timing,slew_headroom,0.466,
floorplan,boundaryPins,32,
global_route,grt_pass1_vias,1900,
routing,wl_per_cell,10.6,microns
clock_network,hold_buffers,0,
pwr,intPower,0.349,mW
timing,fin_setup_tns,0,ns
pwr,p_seq_frac,0.635,
clock_network,cts-root-buf,"clkbuf_8",
floorplan,die_width,98.4,microns
timing,whs,0.483,ns
synth,ys_area,0.00279,sq mm
timing,unconstrained_endpoints,44,
layout,lay_top_cells,"32 x nand2_1, 29 x clkdlybuf4s50_1, 27 x dfxtp_1",
clock_network,cts_tree,"yes",
setup_path,critPathArrivalTime,2.25,ns
setup_path,required,4.03,ns
synth,synth-edff-count,0,
floorplan,die_h,98.4,microns
synth,top_cells_by_area,"dfxtp_1 19%, dfrtp_1 14%, ha_1 12%, xnor2_1 7.8%, mux2i_1 5.0%",
clock_network,clockBufferDepth,2,
setup_path,endpoint_kind,"flop",
placement,io_buffers,29,
global_route,grt_pass1_wl,8430,microns
floorplan,fp_util,0.315,
global_route,gr-total-overflow,0,
routing,num_vias,2129,
timing,finalSetupViolCount,0,
flow_run,warnings,48,
routing,drt_wl_total,4730,microns
setup_path,path_cells,"inv_1, ha_1, nor4bb_1, nand4_1, nor2_1, nor2_1",
global_route,grt_max_degree,18,
min_path,hp-class,"flop to flop",
pwr,vdd_drop_max,0.000295,V
layout,lay_top_count,"nand2_1",
synth,ys.flops,43,
flow_run,max_cap_violations,0,
synth,yosysCellCount,318,
setup_path,path_common_cell,"nor2_1",
timing,period_minus_slack,2.12,ns
synth,synth_area_leader_cell,"dfxtp_1",
layout,finalNonFillerCells,446,
clock_network,numCtsBuffers,3,
routing,antennaDiodeCount,0,
pwr,power_density,135,mW/mm^2
layout,drive_gt1_frac,0.0385,
pwr,total_leakage_power,1.18,nW
global_route,antenna_found_initial,0,
synth,yosysWarnings,3,
timing,unclocked_regs,16,
synth,synth_seq_share,0.337,
synth,async_reset_ff_frac,0.372,
routing,route.detailed.drc,0,
timing,maxSlewViolCount,0,
routing,final_antenna_net_count,0,
routing,drt_iter0_drc,57,
layout,syn2layout_area_growth,15.0,%
floorplan,chipArea,0.00969,sq mm
clock_network,clk_latency,0.27,ns
clock_network,clkSlewWorstSetupHoldPaths,0.09,ns
setup_path,path_max_fanout,11,
clock_network,htreeDepth,1,
[worst paths after layout]
path,cells past startpoint,end,slack [ns],start
worst max-delay path,6,flop,1.78,flop
worst min-delay path,1,flop,0.48,flop
worst max register to register,6,flop,1.78,flop
worst min register to register,1,flop,0.48,flop
[power by group through the flow]
stage     clock network [mW]  registers (mW)  logic, mW
4_1_cts                0.160           0.275    0.00424
6_report               0.154           0.275    0.00385
5_1_grt                0.171           0.275    0.00456
[cell usage after synthesis (2+ instances only)]
master	count
mux2_2	2
a22o_1	2
nand2b_1	3
o21ai_0	24
nor3b_1	3
nor3_1	6
clkbuf_1	10
buf_2	3
a21oi_1	16
mux2i_1	14
nand3_1	7
ha_1	26
and3_1	7
nand3b_1	3
nor4b_1	2
xor2_1	7
nor4_1	5
nor2_1	22
dfxtp_1	27
nand2_1	32
xnor2_1	25
and4_1	4
inv_1	16
nor2b_1	7
a31oi_1	2
dfrtp_1	16
nand4_1	15
[cell families (layout without fill, tap and decap cells)]
group / Yosys count / after routing / share of synthesized area
buffers and inverters: 29 / 49 / 0.0404
and+or+nand+nor: 123 / 123 / 0.241
AOI/OAI and AO/OA: 48 / 48 / 0.0978
xor gates and xnor gates: 32 / 32 / 0.100
adders and majority gates: 26 / 26 / 0.117
DFF: 43 / 43 / 0.337
muxes: 17 / 17 / 0.0664
[critical path: cells and delay by family, from the launching register on]
family                     cells  cell delay (ns)
adders and majority gates      1             0.13
and+or+nand+nor                4             1.41
DFF                            1             0.36
buffers and inverters          1             0.07
[per-stage QoR]
stage	setup slack, ns	util	cell area, sq um	power [mW]
2_1_floorplan	2.21	-	2790	0.282
3_3_place_gp	1.79	0.357	3160	0.286
3_5_place_dp	1.77	0.357	3160	0.286
4_1_cts	1.77	0.363	3210	0.440
5_1_grt	1.59	0.363	3210	0.451
6_report	1.78	0.363	3210	0.433
[routing by layer]
| metal | track usage | up-vias | part of all wire |
|---|---|---|---|
| met5 | 0 | - | 0 |
| met4 | 0.00459 | 0 | 0.0040 |
| met3 | 0.0115 | 2 | 0.029 |
| met2 | 0.173 | 30 | 0.45 |
| met1 | 0.154 | 953 | 0.52 |
| li1 | - | 1144 | - |
[final cells by class]
type / instances / area, sq um
Clock buffer: 4 / 45.0
Fill cell: 882 / 5640
Tap cell: 108 / 135
Sequential cell: 43 / 941
Inverter: 16 / 60.1
Multi-Input combinational cell: 246 / 1740
Timing Repair Buffer: 29 / 290
Power and IR drop assume default switching activity.
