--- /design/flow/design.v ---
module one_bit_2to1mux (s,x,y,m);
	input s, x, y;
	output m;
	assign m = (~(s) & x) | (s & y);
endmodule
module one_bit_4to1mux (s,u,v,w,x,m);
	input[1:0] s;
	input u,v,w,x;
	output m;
	wire t1, t2;
	one_bit_2to1mux mux1(.s(s[0]),.x(u),.y(v),.m(t1));  
	one_bit_2to1mux mux2(.s(s[0]),.x(w),.y(x),.m(t2));  
	one_bit_2to1mux mux3(.s(s[1]),.x(t1),.y(t2),.m(m));  
endmodule
module two_bit_4to1mux (s,u,v,w,x,m);
	input[1:0] s;
	input[1:0] u, v, w, x;
	output[1:0] m;
	one_bit_4to1mux mux1(.s(s), .u(u[0]), .v(v[0]), .w(w[0]), .x(x[0]), .m(m[0]));
	one_bit_4to1mux mux2(.s(s), .u(u[1]), .v(v[1]), .w(w[1]), .x(x[1]), .m(m[1]));
endmodule
module decoder_7seg(code, decoded_output);
	input[1:0] code;
	output reg[6:0]  decoded_output;
	always @(code) begin
		case (code)
		2'b00 : begin decoded_output = 7'b0000111; end
		2'b01 : begin decoded_output = 7'b1110000; end
		2'b10 : begin decoded_output = 7'b0011100; end
		2'b11 : begin decoded_output = 7'b1100011; end
	endcase
	end
endmodule
module part5 (s,u,v,w,x,chosen_7segCode);
	input[1:0] s;
	input[1:0] u, v, w, x;
	output[6:0] chosen_7segCode;
	wire[1:0] temp;
	two_bit_4to1mux part3(.s(s), .u(u), .v(v), .w(w), .x(x), .m(temp));
	decoder_7seg part4(.code(temp), .decoded_output(chosen_7segCode));
endmodule
module part6 (s,u,v,w,x,code1,code2,code3,code4);
	input[1:0] s;
	input[1:0] u, v, w, x;
	output[6:0] code1, code2, code3,code4;
	part5 inst1(.s(s), .u(u), .v(v), .w(w), .x(x), .chosen_7segCode(code1));
	part5 inst2(.s(s), .u(v), .v(w), .w(x), .x(u), .chosen_7segCode(code2));
	part5 inst3(.s(s), .u(w), .v(x), .w(u), .x(v), .chosen_7segCode(code3));
	part5 inst4(.s(s), .u(x), .v(u), .w(v), .x(w), .chosen_7segCode(code4));
endmodule 
module part6_instantiate(SW,HEX1,HEX2, HEX3, HEX4);
	input[9:0] SW ;
	output [6:0] HEX1, HEX2, HEX3, HEX4;
	part6 instantiate_p6 (.s(SW[9:8]),.u(SW[7:6]),.v(SW[5:4]),.w(SW[3:2]),.x(SW[1:0]),
							.code1(HEX1),
							.code2(HEX2),
							.code3(HEX3),
							.code4(HEX4)
							); 
endmodule
--- /design/flow/run.sh ---
#!/bin/bash
# OpenROAD 26Q1-2900-gdf79404cd8, Yosys 0.63+post, stock flow scripts
make -C /OpenROAD-flow-scripts/flow DESIGN_CONFIG=/design/flow/config.mk WORK_HOME=/design/flow/orfs finish
--- /design/flow/config.mk ---
export PLATFORM = sky130hd
export DESIGN_NAME = part6_instantiate
export DESIGN_NICKNAME = part6_instantiate
export VERILOG_FILES = /design/flow/design.v
export SDC_FILE = /design/flow/constraint.sdc
export NUM_CORES = 4
export LEC_CHECK = 1
export CORE_AREA = 10 10 70 70
export DIE_AREA = 0 0 80 80
--- /design/flow/constraint.sdc ---
current_design part6_instantiate

set clk_period 1.4
set clk_io_pct 0.2

create_clock -name clk0 -period $clk_period

set non_clock_inputs [all_inputs -no_clocks]
set_input_delay [expr $clk_period * $clk_io_pct] -clock clk0 $non_clock_inputs
set_output_delay [expr $clk_period * $clk_io_pct] -clock clk0 [all_outputs]
==> results.json <==
{
  "status": "complete, but fails checks",
  "violations": "setup timing",
  "tightest_slew_ps": 176,
  "power_frac_seq_pct": 0,
  "setup_viol": 28,
  "yosys_warnings": 1,
  "synthToLayoutAreaGrowth_pct": 125,
  "overflow": 0,
  "hold_class": "primary input to primary output",
  "top_cell_area_share_pct": 21.2,
  "wl_met2_um": 680,
  "grt_pass1_wl_um": 2510,
  "peakVddDrop_v": 0.000125,
  "chip_area_um2": 6400,
  "grt.total_usage_pct": 4.77,
  "cts_hold_buf": 0,
  "ff_latch_area_um2": 0,
  "crit_top_cell": "buf_6",
  "final_util_pct": 27.9,
  "topCellsByArea": "mux4_2, mux2i_1, buf_4",
  "place_ws_ps": -1120,
  "p_clk_share_pct": 0,
  "worstSetupPathType": "primary input to primary output",
  "whs_endpoint": "HEX2[2]",
  "intPower_mw": 0.309,
  "fp.dieW_um": 80,
  "period_needed_ps": 1770,
  "antenna_found_initial": 0,
  "firstDrtPassIters": 4,
  "post-dp-hpwl_um": 1400,
  "synth_area_um2": 424,
  "p_switching_mw": 0.149,
  "ys_cells": 39,
  "path_max_fanout": 4,
  "ff_count": 0,
  "top_cell": "buf_4",
  "vias_per_cell": 3.52,
  "n_antenna_cell": 0,
  "synth_cells": 39,
  "n_clock_buffer": 0,
  "final_max_slew_viol_count": 0,
  "worstSetupStartpointType": "primary input",
  "met1_length_um": 822,
  "highest_layer": "met3",
  "vias": 450,
  "initCoreUtil_pct": 12.4,
  "routed_wl_um": 1620,
  "instances_no_fill": 128,
  "whs_path_depth": 4,
  "die_h_um": 80,
  "ios": 38,
  "yosys.area.top_type": "mux4_2",
  "setup_ws_ps": -367,
  "dp_cells": 121,
  "finalCritPeriodShare_pct": 126,
  "drc": 0,
  "gp_congestion": 0.665,
  "crit_path_end_kind": "primary output",
  "drive_gt1_share_pct": 90.2,
  "wl_per_cell_um": 12.7,
  "critPathSlowestCell": "mux4_2",
  "rows": 21,
  "worstPathRequired_ps": 1120,
  "drt_iter0_markers": 3,
  "rsz0062_at_grt": "yes",
  "coreArea_um2": 3420,
  "slowest_delay_ps": 530,
  "port_buffers": 38,
  "finalHoldViolCount": 0,
  "grt_start_max_net_pins": 9,
  "wl_met3_um": 116,
  "antenna_left": 0,
  "grt_pass1_vias": 456,
  "openroad.warnings": 35,
  "synthDistinctLibCells": 9,
  "yosysChipArea_um2": 424,
  "common_cells": "buf_4, mux2i_1",
  "slew_headroom_pct": 88.0,
  "worstPathArrival_ps": 1490,
  "max_freq_mhz": 566,
  "synth.avg_cell_area_um2": 10.9,
  "p_leak_nw": 0.452,
  "combinationalPowerShare_pct": 100.0,
  "holdCritStartpoint": "SW[9]",
  "p_per_area_nw_per_um2": 480,
  "sw_frac_of_total_pct": 32.5,
  "cp_cell_sequence": "buf_8 > buf_6 > mux4_2 > ha_4 > buf_6 > inv_2 > buf_2",
  "maxCapViolCount": 0,
  "postSynthSeqShare_pct": 0
}
logic make-up after synthesis:
| family | share of synthesized area, % |
|---|---|
| buffers and inverters | 23.3 |
| muxes | 64.9 |
| adders and majority gates | 11.8 |
power by group through the flow:
stage / registers, mW / clock network [mW] / logic, mW
after CTS: 0 / 0 / 0.457
after global routing: 0 / 0 / 0.506
final: 0 / 0 / 0.459
how the worst max path moves through the flow:
stage	from	endpoint	depth (start not counted)
after CTS	SW[8]	HEX2[4]	7
after global routing	SW[8]	HEX2[4]	7
final	SW[8]	HEX1[4]	7
what timing repair did:
action | 4_1_cts | 5_1_grt
setup endpoints to repair | 28 | 28
pin swaps | 4 | 2
buffers inserted | 8 | 0
resized | 144 | 5
stage by stage:
stage	cell area [um^2]	setup TNS (ps)	hold slack (ps)	power, mW
final	955	-6900	1080	0.459
after global routing	955	-7840	1140	0.506
after CTS	937	-7580	1090	0.457
after detailed placement	946	-28040	1800	0.482
after global placement	946	-28120	1790	0.477
after floorplan	558	-1120	785	0.219
placed cells by master, fill, tap and decap left out:
cell / Yosys / routed
inv_2: 0 / 4
buf_6: 1 / 21
buf_2: 1 / 24
mux2i_4: 0 / 4
buf_4: 9 / 4
clkdlybuf4s15_1: 0 / 4
ha_4: 0 / 4
mux4_2: 4 / 4
buf_8: 0 / 1
mux2_4: 4 / 8
mux2i_1: 8 / 4
per-layer routing:
metal  global-route usage [%]  vias to the layer above
met2                     6.90                       26
met1                     7.00                      201
li1                         -                      223
met3                     1.70                        0
met4                        0                        0
met5                        0                        -
critical path: cells and delay by family:
kind                       cells  cell delay (ps)
buffers and inverters          5              370
adders and majority gates      1              290
muxes                          1              530
area by class of cell:
class                           count  area (um^2)
Fill cell                         377         2460
Timing Repair Buffer               54          442
Multi-Input combinational cell     24          440
Tap cell                           46         57.6
Inverter                            4         15.0
Power and IR drop assume default switching activity.
